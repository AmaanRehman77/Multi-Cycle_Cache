**run.sh**
```bash
#!/bin/bash
# OpenROAD 26Q1-2900-gdf79404cd8, Yosys 0.63+post, stock flow scripts
make -C /OpenROAD-flow-scripts/flow DESIGN_CONFIG=/design/flow/config.mk WORK_HOME=/design/flow/orfs finish
```
**config.mk**
```make
export PLATFORM = sky130hd
export DESIGN_NAME = dp_ff_array
export DESIGN_NICKNAME = dp_ff_array
export VERILOG_FILES = /design/flow/design.v
export SDC_FILE = /design/flow/constraint.sdc
export NUM_CORES = 4
export LEC_CHECK = 1
export CORE_UTILIZATION = 50
```
**constraint.sdc**
```tcl
current_design dp_ff_array

set clk_period 6.5
set clk_io_pct 0.2

create_clock -name clk0 -period $clk_period [get_ports {clk0}]

set non_clock_inputs [all_inputs -no_clocks]
set_input_delay [expr $clk_period * $clk_io_pct] -clock clk0 $non_clock_inputs
set_output_delay [expr $clk_period * $clk_io_pct] -clock clk0 [all_outputs]
```
**design.v**
```verilog
interface mem_itf_w_mask #(
    parameter               CHANNELS = 1,
    parameter               DWIDTH = 32,
    parameter               MWIDTH = DWIDTH / 8
)(
    input   bit             clk,
    input   bit             rst
);
    logic   [31:0]          addr    [CHANNELS];
    logic   [MWIDTH-1:0]    rmask   [CHANNELS];
    logic   [MWIDTH-1:0]    wmask   [CHANNELS];
    logic   [DWIDTH-1:0]    rdata   [CHANNELS];
    logic   [DWIDTH-1:0]    wdata   [CHANNELS];
    logic                   resp    [CHANNELS];
    bit                     error = 1'b0;
    modport dut (
        input               clk,
        input               rst,
        output              addr,
        output              rmask,
        output              wmask,
        input               rdata,
        output              wdata,
        input               resp
    );
    modport mem (
        input               clk,
        input               rst,
        input               addr,
        input               rmask,
        input               wmask,
        output              rdata,
        input               wdata,
        output              resp,
        output              error
    );
    modport mon (
        input               clk,
        input               rst,
        input               addr,
        input               rmask,
        input               wmask,
        input               rdata,
        input               wdata,
        input               resp,
        output              error
    );
endinterface
interface mem_itf_wo_mask #(
    parameter               CHANNELS = 1,
    parameter               DWIDTH = 32
)(
    input   bit             clk,
    input   bit             rst
);
    logic   [31:0]          addr    [CHANNELS];
    logic                   read    [CHANNELS];
    logic                   write   [CHANNELS];
    logic   [DWIDTH-1:0]    rdata   [CHANNELS];
    logic   [DWIDTH-1:0]    wdata   [CHANNELS];
    logic                   resp    [CHANNELS];
    bit                     error = 1'b0;
    modport dut (
        input               clk,
        input               rst,
        output              addr,
        output              read,
        output              write,
        input               rdata,
        output              wdata,
        input               resp
    );
    modport mem (
        input               clk,
        input               rst,
        input               addr,
        input               read,
        input               write,
        output              rdata,
        input               wdata,
        output              resp,
        output              error
    );
    modport mon (
        input               clk,
        input               rst,
        input               addr,
        input               read,
        input               write,
        input               rdata,
        input               wdata,
        input               resp,
        output              error
    );
endinterface
interface mem_itf_banked(
    input   bit             clk,
    input   bit             rst
);
    logic   [31:0]          addr;
    logic                   read;
    logic                   write;
    logic   [63:0]          wdata;
    logic                   ready;
    logic   [31:0]          raddr;
    logic   [63:0]          rdata;
    logic                   rvalid;
    bit                     error = 1'b0;
    modport dut (
        input               clk,
        input               rst,
        output              addr,
        output              read,
        output              write,
        output              wdata,
        input               ready,
        input               raddr,
        input               rdata,
        input               rvalid
    );
    modport mem (
        input               clk,
        input               rst,
        input               addr,
        input               read,
        input               write,
        input               wdata,
        output              ready,
        output              rdata,
        output              raddr,
        output              rvalid,
        output              error
    );
    modport mon (
        input               clk,
        input               rst,
        input               addr,
        input               read,
        input               write,
        input               wdata,
        input               ready,
        input               rdata,
        input               raddr,
        input               rvalid,
        input               error
    );
endinterface
module dp_ff_array #(
            parameter               S_INDEX     = 4,
            parameter               WIDTH       = 1
)(
    input   logic                   clk0,
    input   logic                   rst0,
    input   logic                   csb0,
    input   logic                   web0,
    input   logic   [S_INDEX-1:0]   addr0,
    input   logic   [WIDTH-1:0]     din0,
    output  logic   [WIDTH-1:0]     dout0,
    input   logic                   csb1,
    input   logic                   web1,
    input   logic   [S_INDEX-1:0]   addr1,
    input   logic   [WIDTH-1:0]     din1,
    output  logic   [WIDTH-1:0]     dout1
);
            localparam              NUM_SETS    = 2**S_INDEX;
            logic                   web0_reg;
            logic   [S_INDEX-1:0]   addr0_reg;
            logic   [WIDTH-1:0]     din0_reg;
            logic                   web1_reg;
            logic   [S_INDEX-1:0]   addr1_reg;
            logic   [WIDTH-1:0]     din1_reg;
            logic   [WIDTH-1:0]     internal_array [NUM_SETS];
    always_ff @(posedge clk0) begin
        if (rst0) begin
            web0_reg  <= 1'b1;
            addr0_reg <= 'x;
            din0_reg  <= 'x;
            web1_reg  <= 1'b1;
            addr1_reg <= 'x;
            din1_reg  <= 'x;
        end else begin
            if (!csb0) begin
                web0_reg  <= web0;
                addr0_reg <= addr0;
                din0_reg  <= din0;
            end
            if (!csb1) begin
                web1_reg  <= web1;
                addr1_reg <= addr1;
                din1_reg  <= din1;
            end
        end
    end
    always_ff @(posedge clk0) begin
        if (rst0) begin
            for (integer i = 0; i < NUM_SETS; i++) begin
                internal_array[i] <= '0;
            end
        end else begin
            case ({web1_reg, web0_reg})
                2'b00: begin
                    if (addr0_reg == addr1_reg) begin
                        internal_array[addr0_reg] <= 'x;
                    end else begin
                        internal_array[addr1_reg] <= din1_reg;
                        internal_array[addr0_reg] <= din0_reg;
                    end
                end
                2'b01: internal_array[addr1_reg] <= din1_reg;
                2'b10: internal_array[addr0_reg] <= din0_reg;
            endcase
        end
    end
    always_comb begin
        dout0 = internal_array[addr0_reg];
        dout1 = internal_array[addr1_reg];
    end
endmodule : dp_ff_array
```
==> qor.csv <==
metric,value,unit
Die Ht,65.7,um
Clock Tree Buf Depth,2,
grt ovf,0,
Post-synth ARST share,0,
Final min period,3.41,ns
Top cell area share,0.385,
final period utilization,0.524,
"top cells, area","edfxtp_1, dfxtp_1, mux4_2, o32ai_1, mux2_2",
Post-CTS Setup Bufs,0,
Avg Vias per Cell,6.60,
floorplan row count,22,
top cells by count,"edfxtp_1, nand2_1, a21oi_1, dfxtp_1",
"non-filler cells, final",235,
Hold Path Depth,1,
Setup crit end kind,primary output,
CTS buffer count,5,
reg2reg start,addr0_reg[2],
crit-path cells,"mux4_2, nor2b_1, a211oi_1, a21oi_1, clkdlybuf4s50_1",
ys cells,175,
post-cts hold-fix buffer tally,0,
hpwl dp,3520,um
clock latency on the worst-skew pair,0.29,ns
Fin Setup TNS,0,ns
Max Cap Viol,0,
worst hold start,web0_reg,
syn avg cell area,11.6,um^2
Max transition margin,0.432,
first-pass detailed-route iteration total,5,
Pwr Total,556,uW
Yosys Chip Area,0.00203,mm^2
reg2reg setup slack,3.96,ns
Clock Sinks,36,
CP Class,flop to primary output,
Leak Pwr,0.765,nW
CP peak stage delay,0.53,ns
R2R depth,4,
tool warnings,26,
Post-Route WL,4700,um
DR WL/cell,20.0,um
CP startpoint kind,flop,
Max Clock Skew,0.00776,ns
Hold Path Class,flop to flop,
max-slew violation count,0,
first-pass GRT wire length,7450,um
CTS tree,built,
R2R Path End,internal_array[12],
post-synth cell types,37,
top cell type by total area after synthesis,edfxtp_1,
largest net degree at the start of global routing,28,
die width,65.7,um
Area Growth Syn to Fin,12.5,%
floorplan core density,0.537,
Syn Inst Count,175,
CP max stage cell,mux4_2,
cell count after placement,227,
Dominant Register Cell,edfxtp_1,
Post-CTS Resized,0,
# H-tree levels,2,
antenna cells,0,
Critical Path RT,5.20,ns
Worst Path Max Fanout,4,
Clock transition at path regs,0.07,ns
synth warn,1,
IO buf count,17,
area of the mapped netlist,0.00203,mm^2
f_max,0.293,GHz
Worst Path Arrival,2.11,ns
RSZ-0062 raised after global routing,no,
hold endpoint,web0_reg,
Routed Antenna Nets,0,
routed vias,1552,
number of setup violations in the final report,0,
share of layout cells above drive strength 1,0.128,
vias in the first global route,1453,
Power Dens Cells,244,mW/mm^2
result of the run,completed,
"Hold Violations, Final",0,
register area share after synthesis,0.484,
slew at the pin closest to its max-slew limit,0.850,ns
GP Congestion,1.00,
Ports,18,
core area,0.00377,mm^2
ys flops,36,
Overall Global Routing Usage,0.254,
drt drc,0,
most common cell in the netlist,edfxtp_1,
Iter 0 DRT Violations,123,
clk root buf,clkbuf_8,
total die area,0.00431,mm^2
number of enable flip-flop cells,26,
Worst IR Drop VDD,0.159,mV
initial antenna violation count,0,
-- critical path, delay by kind of cell (launching register included) --
| kind | cells | cell delay [ns] |
|---|---|---|
| multiplexers | 1 | 0.53 |
| buffers and inverters | 1 | 0.39 |
| AND/OR/NAND/NOR | 1 | 0.14 |
| AND-OR/OR-AND | 2 | 0.27 |
| flip-flops | 1 | 0.49 |
-- cell type report --
class,count,area [um^2]
fill,316,1490
sequential,36,981
multi-input combinational,122,945
timing repair buffer,17,170
clock buffer,6,72.6
tap,48,60.1
clock inverter,2,35.0
inverter,4,15.0
-- how the worst max path moves through the flow --
stage | depth (start not counted) | slack, ns | end
after CTS | 5 | 3.06 | dout0[0]
after global routing | 5 | 2.96 | dout0[0]
final | 5 | 3.09 | dout0[0]
-- metrics by stage --
step	util	hold WS, ns	cell area [um^2]	setup slack (ns)
global route	0.604	0.687	2280	2.96
global placement	0.576	0.607	2170	3.13
finish	0.604	0.628	2280	3.09
floorplan	-	0.522	2030	3.91
detailed placement	0.576	0.603	2170	3.10
CTS	0.604	0.619	2280	3.06
-- placed cells by master (no fill, tap or decap), types with 6 or more instances in the layout --
cell type and count:
dfxtp_1 10, nor2_1 6, mux2_2 6, a21oi_1 10
nor2b_1 6, nand2_1 14, mux4_2 8, nand2b_1 6
o32ai_1 8, clkdlybuf4s50_1 17, edfxtp_1 26, o22ai_1 8
o41ai_1 7
-- routing by layer --
metal	global-route usage	routed length [um]
met1	0.435	2040
met3	0.0493	407
met4	0.0489	96
met2	0.364	2160
met5	0	0
-- where the power goes --
group          total [mW]  switching, mW  leakage, nW  internal (mW)
clock network       0.192         0.0779       0.0552          0.114
logic              0.0773         0.0366        0.358         0.0408
registers           0.287         0.0236        0.352          0.263
total               0.556          0.138        0.765          0.418
-- cells by family after synthesis --
logic type,count (synthesis),share of synthesized area
simple gates,47,0.118
buf+inv,17,0.0494
mux,16,0.132
compound gates,55,0.199
xor+xnor,4,0.0173
flops,36,0.484
No activity file was given, so power comes from the tool's default toggle rates.
