==> ./run.sh <==
#!/bin/bash
# OpenROAD 26Q1-2900-gdf79404cd8, Yosys 0.63+post, stock flow scripts
make -C /OpenROAD-flow-scripts/flow DESIGN_CONFIG=/design/flow/config.mk WORK_HOME=/design/flow/orfs finish
==> ./config.mk <==
export PLATFORM = sky130hd
export DESIGN_NAME = sp_ff_array
export DESIGN_NICKNAME = sp_ff_array
export VERILOG_FILES = /design/flow/design.v
export SDC_FILE = /design/flow/constraint.sdc
export NUM_CORES = 4
export LEC_CHECK = 1
export CORE_AREA = 10 10 95 95
export DIE_AREA = 0 0 105 105
==> ./constraint.sdc <==
current_design sp_ff_array

set clk_period 2.1
set clk_io_pct 0.2

create_clock -name clk0 -period $clk_period [get_ports {clk0}]

set non_clock_inputs [all_inputs -no_clocks]
set_input_delay [expr $clk_period * $clk_io_pct] -clock clk0 $non_clock_inputs
set_output_delay [expr $clk_period * $clk_io_pct] -clock clk0 [all_outputs]
==> ./design.v <==
interface mem_itf_w_mask #(
    parameter               CHANNELS = 1,
    parameter               DWIDTH = 32,
    parameter               MWIDTH = DWIDTH / 8
)(
    input   bit             clk,
    input   bit             rst
);
    logic   [31:0]          addr    [CHANNELS];
    logic   [MWIDTH-1:0]    rmask   [CHANNELS];
    logic   [MWIDTH-1:0]    wmask   [CHANNELS];
    logic   [DWIDTH-1:0]    rdata   [CHANNELS];
    logic   [DWIDTH-1:0]    wdata   [CHANNELS];
    logic                   resp    [CHANNELS];
    bit                     error = 1'b0;
    modport dut (
        input               clk,
        input               rst,
        output              addr,
        output              rmask,
        output              wmask,
        input               rdata,
        output              wdata,
        input               resp
    );
    modport mem (
        input               clk,
        input               rst,
        input               addr,
        input               rmask,
        input               wmask,
        output              rdata,
        input               wdata,
        output              resp,
        output              error
    );
    modport mon (
        input               clk,
        input               rst,
        input               addr,
        input               rmask,
        input               wmask,
        input               rdata,
        input               wdata,
        input               resp,
        output              error
    );
endinterface
interface mem_itf_wo_mask #(
    parameter               CHANNELS = 1,
    parameter               DWIDTH = 32
)(
    input   bit             clk,
    input   bit             rst
);
    logic   [31:0]          addr    [CHANNELS];
    logic                   read    [CHANNELS];
    logic                   write   [CHANNELS];
    logic   [DWIDTH-1:0]    rdata   [CHANNELS];
    logic   [DWIDTH-1:0]    wdata   [CHANNELS];
    logic                   resp    [CHANNELS];
    bit                     error = 1'b0;
    modport dut (
        input               clk,
        input               rst,
        output              addr,
        output              read,
        output              write,
        input               rdata,
        output              wdata,
        input               resp
    );
    modport mem (
        input               clk,
        input               rst,
        input               addr,
        input               read,
        input               write,
        output              rdata,
        input               wdata,
        output              resp,
        output              error
    );
    modport mon (
        input               clk,
        input               rst,
        input               addr,
        input               read,
        input               write,
        input               rdata,
        input               wdata,
        input               resp,
        output              error
    );
endinterface
interface mem_itf_banked(
    input   bit             clk,
    input   bit             rst
);
    logic   [31:0]          addr;
    logic                   read;
    logic                   write;
    logic   [63:0]          wdata;
    logic                   ready;
    logic   [31:0]          raddr;
    logic   [63:0]          rdata;
    logic                   rvalid;
    bit                     error = 1'b0;
    modport dut (
        input               clk,
        input               rst,
        output              addr,
        output              read,
        output              write,
        output              wdata,
        input               ready,
        input               raddr,
        input               rdata,
        input               rvalid
    );
    modport mem (
        input               clk,
        input               rst,
        input               addr,
        input               read,
        input               write,
        input               wdata,
        output              ready,
        output              rdata,
        output              raddr,
        output              rvalid,
        output              error
    );
    modport mon (
        input               clk,
        input               rst,
        input               addr,
        input               read,
        input               write,
        input               wdata,
        input               ready,
        input               rdata,
        input               raddr,
        input               rvalid,
        input               error
    );
endinterface
module sp_ff_array #(
            parameter               S_INDEX     = 4,
            parameter               WIDTH       = 1
)(
    input   logic                   clk0,
    input   logic                   rst0,
    input   logic                   csb0,
    input   logic                   web0,
    input   logic   [S_INDEX-1:0]   addr0,
    input   logic   [WIDTH-1:0]     din0,
    output  logic   [WIDTH-1:0]     dout0
);
            localparam              NUM_SETS    = 2**S_INDEX;
            logic                   web0_reg;
            logic   [S_INDEX-1:0]   addr0_reg;
            logic   [WIDTH-1:0]     din0_reg;
            logic   [WIDTH-1:0]     internal_array [NUM_SETS];
    always_ff @(posedge clk0) begin
        if (rst0) begin
            web0_reg  <= 1'b1;
            addr0_reg <= 'x;
            din0_reg  <= 'x;
        end else begin
            if (!csb0) begin
                web0_reg  <= web0;
                addr0_reg <= addr0;
                din0_reg  <= din0;
            end
        end
    end
    always_ff @(posedge clk0) begin
        if (rst0) begin
            for (integer i = 0; i < NUM_SETS; i++) begin
                internal_array[i] <= '0;
            end
        end else begin
            if (!web0_reg) begin
                internal_array[addr0_reg] <= din0_reg;
            end
        end
    end
    always_comb begin
        dout0 = internal_array[addr0_reg];
    end
endmodule : sp_ff_array
==> out/qor.csv <==
metric;value;unit
run_status;finished, final reports clean;
antenna_cells_inserted;0;
nFillCells;753;
postSynthCellCount;93;
cts-buffers-inserted;3;
globalRoute.totalOverflow;0;
min-delay-start;web0_reg;
enable_flop_cells;21;
final_layout_size_suffix_gt1_share;18.3;%
vertical_die_size;105;um
floorplan.die_area;11000;um2
avgViaCountPerCell;3.78;
stage_log_warnings;25;
yosysUniqueCellTypes;21;
critPathLaunchType;flip-flop;
drv.max_cap_violation_count;0;
clock_sinks;26;
ctsHtreeMaxLevel;1;
fin_crit;1.90;ns
top_usage_layer;met1;
timing.slew.headroom;75.2;%
grt_antenna_before_repair;0;
global_route.usage.met3;2.17;%
ys_seq_share;59.9;%
wl;2.42;mm
clk_pin_slew_worst_paths;0.10;ns
routed-via-count;775;
crit_chain;mux4_2, mux2i_1, mux2i_1, clkbuf_2;
rr_worst_depth;3;
cp_data_arrival_time;1.48;ns
worst_hold_path.num_cells;1;
mostFrequentLayoutCell;edfxtp_1;
number_of_max_slew_violations_in_the_final_report;0;
critical_path.max_stage_delay;0.49;ns
timing_hold_violations_final;0;
die_w;105;um
wire_length_of_the_first_global_routing_pass;4.11;mm
syn_to_final_growth;24.4;%
layout.area.seq;734;um2
cell_area_synth;1220;um2
critPathBufInv;1;
skew;0.00824;ns
drt_first_pass_iters;4;
comb_area;462;um2
clockRootBuffer;clkbuf_8;
remaining_drc_errors;0;
setup-tns-final;0;ns
gpl.final_weighted_congestion;0.841;
critical_path_top_delay_cell;mux4_2;
drt-initial-drc-count;73;
rsz0062_at_grt;no;
route.antenna.remaining_nets;0;
fp_util;17.7;%
largest_net_degree_at_the_start_of_global_routing;17;
worstPathMaxFanout;4;
synth-area-yosys;1220;um2
wl_per_cell;11.8;um
place.detailed.hpwl;1.81;mm
yosysWarningCount;1;
grt_usage;4.48;%
cp_top_family;multiplexers;
met1_usage;6.54;%
place.port_buffers;9;
avgSynthCellArea;13.1;um2
holdCritPathClass;flip-flop to flip-flop;
met2_usage;6.09;%
r2r_end;internal_array[5];
timing.critical_path.required;1.68;ns
hold_path_end;web0_reg;
mostFrequentLayoutCells;edfxtp_1 (21), nor2_1 (18), a21o_1 (12), clkdlybuf4s50_1 (8), buf_4 (6);
postSynthRegisterBits;26;
power.ir.vdd_worst;0.249;mV
regToRegStartpoint;addr0_reg[1];
timing.critical_path.to_type;primary output;
cts_buffer_depth;2;
dominantRegCellSynth;edfxtp_1;
critical-path-top-cell-by-count;mux2i_1;
clock.latency.late_pin;0.27;ns
power_density;752;nW/um2
grt_pass1_vias;805;
post-route-period-util;90.5;%
timing.setup.critical_path_class;flip-flop to primary output;
ys_cells;93;
placed_cells;201;
tritoncts;done;
endpoints_failing_setup;0;
pin_count;10;
tightest_slew;0.371;ns
reg2reg_slack;0.66;ns
placement_rows;30;
ctsHoldBuffers;0;
total_leakage_power;0.560;nW
fmax;0.526;GHz
fin_cells;205;
placeableCoreArea;6910;um2
async_flop_share;0;%
cells in the mapped netlist (all sizes together), types with 2 or more instances:
library cell	count	area, um2
mux4	4	105
a21o	12	90.1
nor2	18	67.6
clkbuf	2	7.51
mux2i	3	30.0
o21bai	4	30.0
nand2b	2	12.5
edfxtp	21	631
nand3	2	10.0
nand2	5	18.8
dfxtp	5	100
nor2b	3	18.8
mux2	4	45.0
stage by stage:
step / total power, mW / utilization (%) / worst slack [ns] / hold WS, ns / area, um2
floorplan: 0.687 / - / 0.562 / 0.508 / 1220
global placement: 0.736 / 21.2 / 0.0941 / 0.529 / 1460
detailed placement: 0.737 / 21.2 / 0.0642 / 0.544 / 1460
CTS: 1.15 / 22.0 / 0.0214 / 0.564 / 1520
global route: 1.19 / 22.0 / 0.0283 / 0.618 / 1520
finish: 1.14 / 22.0 / 0.200 / 0.562 / 1520
final cells by class:
type | count | area share [%]
Multi-Input combinational cell | 64 | 30.4
Sequential cell | 26 | 48.4
Tap cell | 96 | 7.91
Timing Repair Buffer | 15 | 8.57
Clock buffer | 3 | 2.72
Clock inverter | 1 | 1.98
per-layer routing:
| metal | wire, um | vias to the layer above |
|---|---|---|
| met3 | 233 | 2 |
| met1 | 1190 | 368 |
| met4 | 3 | 0 |
| li1 | - | 380 |
| met5 | 0 | - |
| met2 | 995 | 25 |
repair_timing:
action	4_1_cts	5_1_grt
buffers inserted	0	0
gates cloned	0	0
endpoints found under the setup margin	1	1
gates resized	7	2
how the worst max path moves through the flow:
| stage | from | end | slack [ns] | cells after the start |
|---|---|---|---|---|
| after CTS | flip-flop | dout0[0] | 0.02 | 4 |
| final | flip-flop | dout0[0] | 0.20 | 4 |
| after global routing | flip-flop | dout0[0] | 0.03 | 4 |
cells by family (layout without fill, tap and decap cells):
kind of cell / Yosys count / in the layout / synth area share [%]
multiplexers: 11 / 11 / 14.8
flip-flops: 26 / 26 / 59.9
AND-OR/OR-AND: 17 / 17 / 10.6
AND/OR/NAND/NOR: 36 / 36 / 13.7
buffers and inverters: 3 / 19 / 1.03
power by group:
group	internal, mW	switching [mW]	total (mW)
Clock	0.255	0.161	0.416
Sequential	0.586	0.0285	0.614
Combinational	0.0632	0.0486	0.112
Power is estimated from default activity; no workload was simulated.
